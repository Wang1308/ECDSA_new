$ cat ./config.mk
export PLATFORM = sky130hd
export DESIGN_NAME = reg_256
export DESIGN_NICKNAME = reg_256
export VERILOG_FILES = /design/flow/design.v
export SDC_FILE = /design/flow/constraint.sdc
export NUM_CORES = 4
export LEC_CHECK = 1
export CORE_AREA = 10 10 225 225
export DIE_AREA = 0 0 235 235
$ cat ./constraint.sdc
current_design reg_256

set clk_period 1.0
set clk_io_pct 0.2

create_clock -name clk0 -period $clk_period [get_ports {clk}]

set non_clock_inputs [all_inputs -no_clocks]
set_input_delay [expr $clk_period * $clk_io_pct] -clock clk0 $non_clock_inputs
set_output_delay [expr $clk_period * $clk_io_pct] -clock clk0 [all_outputs]
$ cat ./design.v
package elliptic_curve_structs;
typedef struct packed {
    logic [255:0] x;
    logic [255:0] y;
} curve_point_t;
typedef struct packed {
    logic [255:0] p;
    logic [255:0] n;
    logic [255:0] a;
    logic [255:0] b;
    curve_point_t base_point;
} curve_parameters_t;
typedef struct packed {
    logic m;            
    logic k;           
} barrett_constants_t;
typedef struct packed {
    logic [255:0] r;
    logic [255:0] s;
} signature_t;
endpackage : elliptic_curve_structs
import elliptic_curve_structs::*;
module reg_256 #(parameter size = 256)
(
	input  logic clk, Load,
  	input  logic [size-1:0]  Data,
  	output logic [size-1:0]  Out
);
always_ff @ (posedge clk)
begin
	if (Load)
		  Out <= Data;
	else
		  Out <= Out;
end
endmodule
$ cat ./run.sh
#!/bin/bash
# OpenROAD 26Q1-2900-gdf79404cd8, Yosys 0.63+post, stock flow scripts
make -C /OpenROAD-flow-scripts/flow DESIGN_CONFIG=/design/flow/config.mk WORK_HOME=/design/flow/orfs finish
==> run summary <==
Transition time at the pin with the least slew margin - 315 ps
Die Span Y - 235 um
Unrepaired setup endpoints after global routing - yes
Fraction of final layout cells sized beyond drive strength 1 - 0.381
Beginning of the worst hold path - Load
Min-delay worst type - primary input to flip-flop
Per-instance average area after synthesis - 30.0 um2
Number of sinks handled by clock tree synthesis - 256
Sum of negative setup slack - -56630 ps
Routed WL per cell - 18.0 um
Flops after synth - 256
Core Region - 0.0456 mm2
Leakage power figure - 0.00511 uW
Flop area - 0.00769 mm2
Pre-CTS setup slack - -254 ps
Cells along the critical path - buf_2
Half-perimeter wire length after placement - 21200 um
Clock tree from TritonCTS - yes
Vias per inst - 3.31
Final hold viol count - 0
Total count of max-transition violations in the final report - 0
Worst-case vdd ir drop - 1.46 mV
Instance count after placement with tap cells included - 1398
Core utilization at floorplan - 0.169
Power density over cell area - 1830 mW/mm2
Gate Area - 0 um2
Number of rows created at floorplan - 78
Final cell utilization of the core - 0.295
Longest individual stage delay on the worst path - 530 ps
Count of port buffers added during placement - 513
Crit-path max FO - 1
Worst hold slack across all endpoints - 75.5 ps
Crit path buffers/inverters - 1
Cell Area, Synth - 0.00769 mm2
Overall routed net length - 26000 um
OpenROAD warnings - 27
First-pass GRT wire length - 37100 um
Status - finished, violations left
Antenna diode instance count - 0
Hold endpoint - Out[171]
Clock slew seen by the registers of the worst setup and hold paths - 60 ps
Worst Hold Depth - 2
Worst slew slack as a fraction of its limit - 0.790
CP Launch Point - Out[75]
Pre-Repair DR Iteration Count - 4
Non-filler instance count after layout - 1446
Clock buffers created by TritonCTS - 27
Kind of launch point of the worst setup path - flip-flop
Multi-input comb cells - 0
Largest register FFs - 256
Number of placed I/O pins - 514
Total of warnings raised by yosys - 1
Highest attainable clock frequency - 684 MHz
Chip width - 235 um
Part of the cycle the worst path needs - 1.46
Cell with the biggest individual delay on the critical path - sky130_fd_sc_hd__edfxtp_1
Antenna violations before repair - 1
Register share after synthesis - 1.00
Worst setup margin - -462 ps
Gr usage total - 0.0922
H-tree level count - 1
Cell taking the most area after synthesis - sky130_fd_sc_hd__edfxtp_1
Clock period minus worst slack - 1460 ps
Chip area from the yosys synthesis statistics - 0.00769 mm2
Number of filler cells placed in the layout - 4531
Failing checks - negative setup slack
Cell total in the yosys stat output - 256
Required time of the critical path - 800 ps
Remaining DRCs - 0
Yosys cell types - 1
Post-synth top area share - 1.00
Violation tally from detailed-route iteration zero - 155
Critical Path End Type - primary output
Arrival time of data at the critical path endpoint - 1260 ps
Overall die area - 0.0552 mm2
# Max-Cap Violations - 0
Number of setup violations in the final report - 256
Routed vias - 4783
Overflow left after global routing - 0
Root buf cell - sky130_fd_sc_hd__clkbuf_16
Area added between synthesis and finish - 75.1%
Synthesized instance count - 256
Vias in the first global route - 5185
Cell family contributing the most delay on the critical path - flip-flops
Register ranked first by flip-flop count - Out
Buffers from clock root to sink, at most - 3
Top Registers - Out x256
Highest-count cells in the layout ignoring fill and taps - 256 x sky130_fd_sc_hd__edfxtp_1, 256 x sky130_fd_sc_hd__clkdlybuf4s50_1, 256 x sky130_fd_sc_hd__buf_2
Gpl congestion - 0.855
Critical path start-end classification - flip-flop to primary output
Antenna-violating nets left - 0
Post-CTS setup-driven buffer insertion count - 0
Largest net degree at the start of global routing - 25
Top cells by area, synth - sky130_fd_sc_hd__edfxtp_1 100%
## Yosys cell counts, drive strengths merged
master and instances:
edfxtp 256
## repair_timing
action | CTS | global route
hold buffers | 0 | 0
resized | 847 | 0
setup endpoints to repair | 256 | 256
## layout make-up
cell class | count | share of cell area
Clock buffer | 33 | 0.0519
Clock inverter | 15 | 0.0109
Sequential cell | 256 | 0.571
Tap cell | 600 | 0.0558
Timing Repair Buffer | 542 | 0.310
## routing by layer
metal,share of wire,track usage,up-vias
li1,-,-,2198
met1,0.33,0.0992,2249
met2,0.50,0.152,299
met3,0.14,0.0561,35
met4,0.025,0.0211,2
met5,0.00050,0,-
## where the power goes
part / leakage [uW] / internal, uW / total, uW / switching (uW)
logic: 0.00219 / 1480 / 2110 / 627
clock network: 0.000416 / 5690 / 9560 / 3870
registers: 0.00251 / 12700 / 12900 / 190
## stage by stage
step / power, uW / cell area (um2)
6_report: 24600 / 13500
3_3_place_gp: 16100 / 13900
5_1_grt: 25700 / 13500
2_1_floorplan: 13000 / 7690
3_5_place_dp: 16200 / 13900
4_1_cts: 25100 / 13500
## worst max path at each step
stage / to / slack, ps / cells after the start
4_1_cts: Out[75] / -510 / 1
5_1_grt: Out[75] / -570 / 1
6_report: Out[75] / -460 / 1
## cells by family (layout without fill, tap and decap cells)
family   after synthesis  after routing  share of synthesized area
buf+inv                0            590                          0
flops                256            256                       1.00
Power and IR drop assume default switching activity.
